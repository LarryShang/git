`./run.sh`:
```
#!/bin/bash
# OpenROAD 26Q1-2900-gdf79404cd8, Yosys 0.63+post, stock flow scripts
make -C /OpenROAD-flow-scripts/flow DESIGN_CONFIG=/design/flow/config.mk WORK_HOME=/design/flow/orfs finish
```
`./config.mk`:
```
export PLATFORM = sky130hd
export DESIGN_NAME = instr_execute
export DESIGN_NICKNAME = instr_execute
export VERILOG_FILES = /design/flow/design.v
export SDC_FILE = /design/flow/constraint.sdc
export NUM_CORES = 4
export LEC_CHECK = 1
export CORE_UTILIZATION = 40
```
`./constraint.sdc`:
```
current_design instr_execute

set clk_period 23.3
set clk_io_pct 0.2

create_clock -name clk0 -period $clk_period [get_ports {clock}]

set non_clock_inputs [all_inputs -no_clocks]
set_input_delay [expr $clk_period * $clk_io_pct] -clock clk0 $non_clock_inputs
set_output_delay [expr $clk_period * $clk_io_pct] -clock clk0 [all_outputs]
```
`./design.v`:
```
module instr_execute(clock, reset, 
					idbus, exebus,
					regWriteMem, regWriteWb,
					writeRegMem, writeRegWb,
					resultWb, aluOutMem,
					memtoRegExeWire, rtExeOut);
	input clock;
	input reset;
	input [118:0] idbus;
	input regWriteMem;  
	input regWriteWb;   
	input [4:0] writeRegMem; 
	input [4:0] writeRegWb;
	input [31:0] resultWb;
	input [31:0] aluOutMem;
	output [4:0] rtExeOut;
	output memtoRegExeWire;
	output [71:0] exebus;
	parameter 	ADD  = 3'b001,
						    SUB  = 3'b010,
						   AND  = 3'b101,
						   OR   = 3'b110;
	wire [31:0] idbus_signImmExe;
	wire [4:0] idbus_rdExe;
	wire [4:0] idbus_rtExe;
	wire [4:0] idbus_rsExe;
	wire[31:0] idbus_value1Exe;
	wire[31:0] idbus_value2Exe;
	wire idbus_regdstExe;
	wire idbus_aluSrcExe;
	wire [2:0] idbus_aluContolExe;
	wire idbus_memWriteExe;
	wire idbus_memtoRegExe;
	wire idbus_regWriteExe;
	assign idbus_signImmExe = idbus[31:0];
	assign idbus_rdExe = idbus[36:32];
	assign idbus_rtExe = idbus[41:37];
	assign idbus_rsExe = idbus[46:42];
	assign idbus_value2Exe = idbus[78:47];
	assign idbus_value1Exe = idbus[110:79];
	assign idbus_regdstExe = idbus[111];
	assign idbus_aluSrcExe = idbus[112];
	assign idbus_aluContolExe = idbus[115:113];
	assign idbus_memWriteExe = idbus[116];
	assign idbus_memtoRegExe = idbus[117];
	assign idbus_regWriteExe = idbus[118];
	assign rtExeOut = idbus[41:37];
	assign memtoRegExeWire = idbus[117];
	reg [1:0] forwardAExe;
	reg [1:0] forwardBExe;
	always @(idbus_rsExe, idbus_rtExe, 
			writeRegMem, regWriteMem,
			writeRegWb, regWriteWb) 
	begin
		if ((idbus_rsExe != 5'b0) && (idbus_rsExe == writeRegMem) && regWriteMem) 
			forwardAExe = 2'b10;
		else if ((idbus_rsExe != 0) && (idbus_rsExe == writeRegWb) && regWriteWb) 
			forwardAExe = 2'b01;
		else 
			forwardAExe = 2'b00;
		if ((idbus_rtExe != 5'b0) && (idbus_rtExe == writeRegMem) && regWriteMem) 
			forwardBExe = 2'b10;
		else if ((idbus_rtExe != 5'b0) && (idbus_rtExe == writeRegWb) && regWriteWb) 
			forwardBExe = 2'b01;
		else 
			forwardBExe = 2'b00;
	end
	reg [31:0] srcAExe;
	reg [31:0] tempExe;
	reg [31:0] srcBExe;
	always @ (forwardAExe, forwardBExe, 
			  idbus_value1Exe, idbus_value2Exe,
			  resultWb, aluOutMem)
	begin
		if(forwardAExe == 2'b00)
			srcAExe = idbus_value1Exe;
		else if(forwardAExe == 2'b01)
			srcAExe = resultWb;
		else
			srcAExe = aluOutMem;
		if(forwardBExe == 2'b00)
			tempExe = idbus_value2Exe;
		else if(forwardBExe == 2'b01)
			tempExe = resultWb;
		else
			tempExe = aluOutMem;
	end
	always @(idbus_aluSrcExe, tempExe, idbus_signImmExe) begin
		if(idbus_aluSrcExe ==0)    
			srcBExe = tempExe;
		else
			srcBExe = idbus_signImmExe;   
	end
	reg regWriteExe;
	reg memtoRegExe;
	reg memWriteExe;
	reg [31:0] aluOutExe;
	reg [31:0] writeDataExe;
	reg [4:0] writeRegExe;
	always @(posedge clock) 
	begin
		if(reset) begin
			regWriteExe <= 0;
			memtoRegExe <= 0;
			memWriteExe <= 0;
			writeDataExe <= 0;
			writeRegExe <= 0;
		end
		else begin
			regWriteExe <= idbus_regWriteExe;
			memtoRegExe <= idbus_memtoRegExe;
			memWriteExe <= idbus_memWriteExe;
			writeDataExe <= tempExe;
			writeRegExe <= (idbus_regdstExe == 0) ? idbus_rtExe : idbus_rdExe;
			case(idbus_aluContolExe)
				ADD:
					begin
						aluOutExe <= srcAExe + srcBExe;
					end
				SUB:
					begin
						aluOutExe <= srcAExe - srcBExe;
					end
				AND:
					begin 
						aluOutExe <= srcAExe & srcBExe;
					end
				OR:
					begin
						aluOutExe <= srcAExe | srcBExe;
					end
				default: 
				   begin
				   end
      endcase
		end	
	end   
	assign exebus[4:0] = writeRegExe;
	assign exebus[36:5] = writeDataExe;
	assign exebus[68:37] = aluOutExe;
	assign exebus[69] = memWriteExe;
	assign exebus[70] = memtoRegExe;
	assign exebus[71] = regWriteExe;
endmodule
```
==> results.cfg <==
; generated from flow reports
[final_timing]
period_used_share = 0.4882
fin_crit_ns = 11.37
final.setup.tns_ns = 0
final-setup-viol-count = 0
rsz0062_at_grt = no
slew_violations = 0
hold_violations = 0
slew_headroom = 0.3841
fmax_mhz = 87.91
fin_ws_ns = 11.93
worst_slew_pin_slew_ns = 0.9142

[cts]
cts.clk_slew.worst_paths_ns = 0.07
cts.repair.resized = 0
post_cts_buffers = 0
cts_buffers = 9
htree_levels = 3
cts_hold_repair.buffers = 0
cts_buffer_depth = 2
cts_sinks = 72
cts_tree = yes
root_buffer = clkbuf_16

[power_and_ir_drop]
p_total_uw = 574.9
seqPwrFrac = 0.266
switching_share = 0.3728
p_leak_uw = 0.004022
power_frac_comb = 0.489
p_per_area_nw_per_um2 = 51.04
clockPowerShare = 0.245
vdd_drop_max_mv = 0.03556
switchingPower_uw = 214.3
power.internal_uw = 360.5

[die]
die_y_um = 144.0
coreArea_um2 = 19590
io_pins = 275
row_count = 51
die-area_um2 = 20740
fp-utilization = 0.4118
die_x_um = 144.0

[global_route]
grtUsageTotal = 0.3631
met3_usage = 0.04990
antenna_found_initial = 2
top_usage_layer = met2
grt_use_met1 = 0.4713
grt_pass1_wl_mm = 54.35
grt_pass1_vias = 9139
grt_overflow = 0
grt_max_degree = 66
grt.met2_usage = 0.6021

[logic_synthesis]
synthCells = 1067
avgSynthCellArea_um2 = 7.560
top_logic_kind = AND-OR/OR-AND gates
ys_sh_xor = 0.07926
mux_share = 0.06220
synth-simple-area-share = 0.2203
yosys_area_um2 = 8066
synth-seq-cells = 72
yosys_most_used_dff = dfxtp_1
ys_cells = 1067
syn-cell-area_um2 = 8066
synth_cell_types = 81
ys_warn_count = 1
ys_seq_frac = 0.2184
edf_count = 32
synthArstFlopShare = 0
adder_share = 0.05522
ys_sh_aoi = 0.3043

[detailed_routing]
wire_per_inst_um = 22.79
viasPerCell = 6.050
dr.pass1.iters = 7
drcViolationCount = 0
vias = 9493
drt-initial-drc-count = 854
antenna_left = 0
wl_mm = 35.76

[finish]
finalInstanceArea_um2 = 11260
layout-drive-gt1-share = 0.05991
layout.area.seq_um2 = 1762
n_fill_cell = 1840
mi_logic_area_um2 = 5842
area_delta_synth_final_pct = 39.62
final_cells = 1569

[hold_path]
hp-class = primary input to register

[placed_design]
dp_slack_ns = 11.71
placed_area_um2 = 10970
routabilityCongestion = 0.9954
dp.cells = 1551
port_buffers = 274
dpl.hpwl_mm = 27.57

[setup_path]
worstSetupStartpointType = primary input
cp.arrival_ns = 11.55
crit_required_ns = 23.48
cpMaxStageDelayCell = or4_4
max_stage_delay_ns = 0.59
cpLargestDelayFamily = AND-OR/OR-AND gates
critical_path.most_common_cell = o41ai_1
cp_max_fo = 43
crit_buf_inv = 3
setup.worst_path.class = primary input to register
cp-end-kind = register

[job]
tool_warnings = 28
drv_cap = 0

[outcome]
status = completed
worst min-delay path, stage by stage:
cell	delay [ns]
buf_2	0.10
buf_4	0.28
nor2_1	0.15
metal layers:
| metal | vias up | wire length, µm |
|---|---|---|
| met1 | 4380 | 14360 |
| met3 | 98 | 2797 |
| li1 | 4484 | - |
| met4 | 0 | 1934 |
| met2 | 531 | 16670 |
| met5 | - | 0 |
placed cells by master (no fill, tap or decap), drive strengths merged, types with 10 or more instances in the layout:
master	instances
a211oi	11
a21o	12
a21oi	82
a311oi	28
a31oi	15
buf	27
clkbuf	10
clkdlybuf4s50	272
dfxtp	40
edfxtp	32
ha	34
inv	31
mux2i	44
nand2	109
nand2b	11
nand3	21
nand4	31
nor2	83
nor2b	14
nor3	44
o211ai	10
o21ai	102
o22ai	21
o31ai	30
xnor2	51
xor2	22
cell usage after synthesis, types with 28 or more instances:
cell      count  area [µm²]
o21ai_0     101       505.5
o31ai_1      28       210.2
a21oi_1      82       410.4
dfxtp_1      40       800.8
nand4_1      30       187.7
nor2_1       82       307.8
mux2i_1      42       420.4
nor3_1       43       215.2
clkbuf_1     54       202.7
edfxtp_1     32       960.9
xnor2_1      51       446.7
ha_1         34       425.4
nand2_1     109       409.1
inv_1        28       105.1
stage by stage:
| stage | hold slack [ns] | util |
|---|---|---|
| detailed placement | 5.235 | 0.5599 |
| finish | 4.878 | 0.5749 |
| global route | 4.890 | 0.5749 |
| floorplan | 4.732 | - |
| CTS | 4.868 | 0.5746 |
| global placement | 5.222 | 0.5599 |
logic make-up (layout without fill, tap and decap cells):
group	count (synthesis)	in the layout
compound gates	374	374
xor+xnor	73	73
fa+ha+maj	35	35
buf+inv	110	345
flops	72	72
mux	48	48
other cells	0	2
simple gates	355	355
path summary, 6_finish.rpt:
| kind | depth (start not counted) | slack, ns | start | to |
|---|---|---|---|---|
| setup / recovery | 25 | 11.93 | idbus[38] | aluOutExe[30] |
| hold / removal | 3 | 4.88 | reset | writeDataExe[4] |
layout make-up:
| class | count | share of cell area |
|---|---|---|
| sequential | 72 | 0.1564 |
| timing repair buffer | 299 | 0.2593 |
| inverter | 30 | 0.009999 |
| clock inverter | 6 | 0.003444 |
| clock buffer | 10 | 0.02222 |
| antenna | 2 | 0.0004444 |
| multi-input combinational | 885 | 0.5187 |
| tap | 265 | 0.02944 |
power groups by stage:
stage / sequential [µW] / clock (µW) / combinational, µW
4_1_cts: 153 / 144 / 278
5_1_grt: 154 / 148 / 309
6_report: 153 / 141 / 281
state kept, by name (all words and copies together) (netlist names):
signal,flops
aluOutExe,32
writeDataExe,32
writeRegExe,5
memWriteExe,1
memtoRegExe,1
regWriteExe,1
Power figures rest on the tool's default switching activity, not on a simulated workload.
