==> ./design.v <==
module instr_rom(raddr,rout);
    input[31:0] raddr;
    output[31:0] rout;
	reg [31:0] Imemory [63:0];
	integer k;
initial begin
for(k=0;k<64;k=k+1)begin
Imemory[k] = 32'b0; 
end
Imemory[0] = 32'b00100000000010000000000000100000;  
Imemory[1] = 32'b00100000000010010000000000110111;  
Imemory[2] = 32'b00000001000010011000000000100000;  
Imemory[3] = 32'b00000001000010011000100000100010;  
Imemory[4] = 32'b00000001000010011001000000100100;  
Imemory[5] = 32'b00000001000010011001100000100101;  
Imemory[6] = 32'b00010001001000000000000000000110;  
Imemory[7] = 32'b00000001000010010101000000100000;  
Imemory[8] = 32'b00000001010010010101000000100000;  
Imemory[9] = 32'b00000001010010000101100000100000;  
Imemory[10] = 32'b10001100000101010000000000000100;  
Imemory[11] = 32'b00000001010101011011000000100000;  
Imemory[12] = 32'b00110010110011010000000000000010;  
Imemory[13] = 32'b10101100000101010000000000001000;  
Imemory[14] = 32'b00000001001000000000000000001000;  
end
assign rout = Imemory[((raddr) / 4) % 64];		   
endmodule
==> ./run.sh <==
#!/bin/bash
# OpenROAD 26Q1-2900-gdf79404cd8, Yosys 0.63+post, stock flow scripts
make -C /OpenROAD-flow-scripts/flow DESIGN_CONFIG=/design/flow/config.mk WORK_HOME=/design/flow/orfs finish
==> ./config.mk <==
export PLATFORM = sky130hd
export DESIGN_NAME = instr_rom
export DESIGN_NICKNAME = instr_rom
export VERILOG_FILES = /design/flow/design.v
export SDC_FILE = /design/flow/constraint.sdc
export NUM_CORES = 4
export LEC_CHECK = 1
export CORE_AREA = 10 10 70 70
export DIE_AREA = 0 0 80 80
==> ./constraint.sdc <==
current_design instr_rom

set clk_period 2.1
set clk_io_pct 0.2

create_clock -name clk0 -period $clk_period

set non_clock_inputs [all_inputs -no_clocks]
set_input_delay [expr $clk_period * $clk_io_pct] -clock clk0 $non_clock_inputs
set_output_delay [expr $clk_period * $clk_io_pct] -clock clk0 [all_outputs]
==> reports/qor.csv <==
stage;metric;value;unit
routing;drt wl/cell;12.97;um
grt;initial antenna violation count;0;
setup_path;CP max FO;6;
timing;Fin Hold WS;1423;ps
placement;number of cells after detailed placement;172;
finish;design area;0.001279;mm2
setup_path;WS Path Type;input port to output pin;
timing;Setup-failing EPs final;1;
setup_path;worst path arrival time;1700;ps
synth;Top cells by area;ha_1 21%, buf_4 13%, a21oi_1 5.1%, mux2i_1 5.1%, nor2_1 5.1%;
floorplanning;Core Rows;21;
synth;Synth warnings;1;
placement;IO buf count;31;
power;Pwr Density;147.0;mW/mm2
finish;flop count;0;
timing;fin crit period;2121;ps
routing;DRC;0;
grt;Global Route Usage Sum;0.06383;
grt;first-pass GRT wire length;3.456;mm
finish;layout cell share with drive strength beyond 1;0.4815;
synth;Post-synth seq share;0;
finish;area grow syn2layout;118.8;%
synth;post-synth design cell area;584.3;um2
timing;Max Freq;0.4714;GHz
setup_path;Critical Path Start Type;input port;
power;Static Leak;0.6960;nW
finish;clock buffer count;0;
finish;Flop area;0;um2
timing;final hold viol count;0;
job;maxcap violations;0;
grt;largest net degree at the start of global routing;13;
synth;synthesized area per cell;7.214;um2
synth;Gate Count Post-Synth;81;
floorplanning;Die X;80;um
grt;gr ovfl total;0;
worst_hold_path;Worst Hold Class;input port to output pin;
synth;Synth top cells by count;10 x buf_4, 10 x ha_1, 8 x nor2_1;
placement;RD Place Congestion;0.8333;
synth;Synth cell types;28;
placement;dpl hpwl;1.690;mm
floorplanning;DIE HEIGHT;80;um
setup_path;Critical Path End;rout[19];
routing;diode count;0;
routing;Vias;732;
outcome;status;finished, violations left;
setup_path;crit path DRT;1680;ps
floorplanning;Core ar.;0.003416;mm2
job;OpenROAD warning count;68;
routing;post-DR vias/cell;4.044;
timing;RSZ-0062 raised after global routing;true;
power;Worst VDD drop;0.00007173;V
floorplanning;die area;0.006400;mm2
setup_path;CP Capture Type;output pin;
placement;dpl ws;-641.3;ps
synth;post-synth top area share;0.2141;
finish;Final Non-Filler Cells;181;
finish;# fillers;353;
floorplanning;Core Util at FP;0.1711;
cts;# hold bufs at CTS;0;
timing;setup tns final;-21.39;ps
timing;cycle use final;1.010;
routing;total length of routed wires;2.348;mm
placement;Post-Place Cell Area;0.001041;mm2
routing;Iter 0 DRT Violations;21;
synth;area reported by Yosys stat;584.3;um2
grt;vias in the first global route;715;
synth;yosys cell count;81;
timing;Max Slew Vio Count;0;
timing;Final WS setup;-21.39;ps
setup_path;critical path startpoint;raddr[7];
synth;leading area contributor after synthesis;ha_1;
outcome;failing checks;setup timing;
floorplanning;I/O pins;64;
routing;DR pass1 iterations;4;
routing;antenna viol nets, final;0;
[routing by layer]
| metal | part of all wire | vias to the layer above | routed length (um) | global-route usage |
|---|---|---|---|---|
| met5 | 0 | - | 0 | 0 |
| met1 | 0.43 | 334 | 1018 | 0.08278 |
| met2 | 0.46 | 23 | 1086 | 0.1083 |
| met4 | 0.020 | 0 | 46 | 0 |
| met3 | 0.083 | 4 | 196 | 0.01818 |
| li1 | - | 371 | - | - |
[kinds of logic (layout without fill, tap and decap cells)]
logic type      after synthesis  in the layout  share of synthesized area
simple gates                 29             29                     0.2527
buf+inv                      21             69                     0.2206
compound gates               13             13                     0.1520
fa+ha+maj                    11             11                     0.2313
mux                           5              5                     0.1221
other cells                   1              7                   0.006418
xor+xnor                      1              1                    0.01499
[cells in the final DEF, fill, tap and decap left out, drive strengths merged]
master,Yosys,final
o31ai,1,1
or2,1,1
maj3,1,1
nor3,5,5
conb,1,7
mux2,1,1
dlygate4sd2,0,15
clkdlybuf4s50,0,5
dlymetal6s2s,0,5
mux2i,3,3
nand2,5,5
nor2b,2,2
a211oi,3,3
nand3,2,2
inv,6,6
a221oi,1,1
o21ai,1,1
nand3b,1,1
ha,10,10
nor2,8,8
clkdlybuf4s15,0,3
buf,15,34
mux4,1,1
a31o,1,1
clkbuf,0,1
nor3b,1,1
nand2b,2,2
a21oi,6,6
and3,2,2
xnor2,1,1
[worst max-delay path: stages]
cell             delay (ps)
dlygate4sd2_1           260
or2_4                   300
buf_6                   140
buf_4                   130
a221oi_2                220
clkdlybuf4s15_1         220
[where the power goes]
group          internal [mW]  switching, mW  total [mW]  leakage [nW]
clock network              0              0           0             0
logic                  0.104         0.0844       0.188         0.696
registers                  0              0           0             0
[metrics by stage]
stage               total power [mW]    util
finish                        0.1879  0.3744
global route                  0.2058  0.3744
CTS                           0.1705  0.3458
detailed placement            0.1452  0.3048
global placement              0.1449  0.3048
floorplan                    0.07221       -
[cell type report]
class | count | area, um2 | share of cell area
repair buffers | 63 | 564.3 | 0.4413
multi-input cells | 66 | 629.4 | 0.4922
well taps | 46 | 57.56 | 0.04501
inverters | 6 | 27.53 | 0.02153
[what timing repair did]
item                       in CTS  in global routing
pin swaps                       7                  7
setup buffers                   5                  5
resized                        66                 19
setup endpoints to repair      25                 13
[worst min path at each step]
stage         startpoint        to  cells after the start
CTS             raddr[2]   rout[1]                      4
finish          raddr[2]   rout[1]                      4
global route    raddr[3]  rout[19]                      5
Power and IR drop assume default switching activity.
