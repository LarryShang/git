### ./design.v
module data_ram(clock,raddr,rout,wen,waddr,win);
    input clock; 
    input wen; 
    input [31:0] win;
    input [31:0] raddr;
    input [31:0] waddr;
    output [31:0] rout;
    reg [31:0] ram[63:0];    
	integer k;
	 initial begin
		for(k=0;k<63;k=k+1)begin
		ram[k] = 32'b0; 
		end
	 end
    assign rout = ram[raddr];
    always @(posedge clock) begin
        if (wen) begin
            ram[waddr] = win;
        end
    end
endmodule
module instr_memory(clock, reset, 
					exebus, membus,
					aluOutMem_wire, writeRegMem_wire,
					regWriteMem_wire);
	input clock;
	input reset;
	input  [71:0] exebus;
	output [70:0] membus;
	output [31:0] aluOutMem_wire;
	output [4:0]  writeRegMem_wire;
	output regWriteMem_wire;
	wire[4:0] writeRegMem_wire;
	wire[31:0] exebus_writeDataMem;
	wire[31:0] aluOutMem_wire;
	wire regWriteMem_wire;
	wire exebus_memWriteMem;
	wire exebus_memtoRegMem;
	wire exebus_regWriteMem;
	assign writeRegMem_wire = exebus[4:0];
	assign exebus_writeDataMem = exebus[36:5];
	assign aluOutMem_wire = exebus[68:37];
	assign exebus_memWriteMem = exebus[69];
	assign exebus_memtoRegMem = exebus[70];
	assign exebus_regWriteMem = exebus[71];
	assign regWriteMem_wire = exebus[71];
	wire [31:0] readDataMemWire;
	data_ram dataMemory(.clock(clock),.raddr(aluOutMem_wire),.rout(readDataMemWire),
	      .wen(exebus_memWriteMem),.waddr(aluOutMem_wire),.win(exebus_writeDataMem));
	reg regWriteMem;
	reg memtoRegMem;
	reg [31:0] readDataMem;
	reg [31:0] aluOutMem;
	reg [4:0] writeRegMem;
	always @(posedge clock) begin
		if(reset) begin
			regWriteMem <= 0;
			memtoRegMem <= 0;
			readDataMem <= 0;
			aluOutMem   <= 0;
			writeRegMem <= 0;
		end
		else begin
			regWriteMem <= exebus_regWriteMem;
			memtoRegMem <= exebus_memtoRegMem;
			readDataMem <= readDataMemWire;
			aluOutMem   <= aluOutMem_wire;
			writeRegMem <= writeRegMem_wire;
		end
	end
	assign membus[4:0] = writeRegMem;
	assign membus[36:5] = aluOutMem;
	assign membus[68:37] = readDataMem;
	assign membus[69] = memtoRegMem;
	assign membus[70] = regWriteMem;
endmodule
### ./run.sh
#!/bin/bash
# OpenROAD 26Q1-2900-gdf79404cd8, Yosys 0.63+post, stock flow scripts
make -C /OpenROAD-flow-scripts/flow DESIGN_CONFIG=/design/flow/config.mk WORK_HOME=/design/flow/orfs finish
### ./constraint.sdc
current_design instr_memory

set clk_period 34.8
set clk_io_pct 0.2

create_clock -name clk0 -period $clk_period [get_ports {clock}]

set non_clock_inputs [all_inputs -no_clocks]
set_input_delay [expr $clk_period * $clk_io_pct] -clock clk0 $non_clock_inputs
set_output_delay [expr $clk_period * $clk_io_pct] -clock clk0 [all_outputs]
### ./config.mk
export PLATFORM = sky130hd
export DESIGN_NAME = instr_memory
export DESIGN_NICKNAME = instr_memory
export VERILOG_FILES = /design/flow/design.v
export SDC_FILE = /design/flow/constraint.sdc
export NUM_CORES = 4
export LEC_CHECK = 1
export CORE_UTILIZATION = 50
==> results.cfg <==
; synthesis and place-and-route metrics
[detailed_routing]
drt-vias-per-instance = 6.354
initialDrtViolationCount = 3139
postRouteWirelength_um = 218000
drt.antenna.violating_nets = 0
detail_route.drc_violations = 0
vias = 44702
avgRoutedWirePerCell_um = 30.99
first_pass_iters = 5

[critical_path]
worstPathMaxFanout = 13
path_class = in2out
crit_path_start_kind = primary input
critical_path_arrival_ps = 8140
regToRegSetupSlack_ps = 32240
cp.required_ps = 27840
worst_setup_path_end_kind = primary output

[global_route]
total_routing_usage_reported_by_global_routing_pct = 30.22
grt_start_max_net_pins = 102
initial_antenna_violation_count = 8
grt_first_pass_wirelength_um = 315900
grt_pass1_vias = 45904
globalRouteOverflowTotal = 0

[logic_synthesis]
ys_seq_elements = 2119
synth_seq_share_pct = 78.55
synth-main-ff-cell = edfxtp_1
synthArstFlopShare_pct = 0
ys_chip_area_um2 = 80100
count_of_library_flops_with_an_enable_pin = 2048
yosysCellCount = 4568
post_synth.cell_area_avg_um2 = 17.53
post_syn_area_um2 = 80100
ys.warnings.count = 2
yosysUniqueCellTypes = 57
netlist_instances = 4568

[sta]
hold_viol = 0
post-route-period-util_pct = 43.38
slew_headroom_pct = 17.42
worst-slew-pin-transition_ps = 1239
timing_max_transition_violations_final = 0
grt_setup_unrepaired = no
fin_tns_setup_ps = 0
report.final.setup_viol = 0
fin_ws_ps = 19700
achievable-frequency_ghz = 0.06624
final.setup_skew_ps = 23.36
period_needed_ps = 15100

[clock_tree]
tritoncts_clock_tree = built
clk_root_buffer_cell = clkbuf_16
cts-resized-gates = 0
clock_insertion_delay_worst_skew_ps = 840
cts-htree-levels = 4
numCtsBuffers = 209
cts.clk_slew.worst_paths_ps = 60
cts.hold.buffers_added = 0
clkSinkCount = 2119
cts.path.max_buffers = 3
post_cts_setup_repair_bufs = 0

[die]
fp_util_pct = 50.46
ioPinCount = 183
design.core.area_um2 = 158700
floorplan.die_area_um2 = 161800
die.size.y_um = 402.2
chipWidth_um = 402.2
core.rowCount = 146

[job]
stage_log_warnings = 32
maxCapViolations = 0

[power]
ratio_of_total_power_to_cell_area_nw_per_um2 = 57.49
p_leak_nw = 28.98
peakVddDrop_uv = 46.43

[hold_path]
worstHoldPathType = reg2reg

[layout]
layout_top_cells = edfxtp_1, mux2i_1, a221oi_1, a22oi_1, clkbuf_16
layout-area-overhead-vs-synth_pct = 13.66
final.fill_count = 11593
proportion_of_layout_cells_with_a_drive_suffix_above_1_pct = 13.32
mostFrequentLayoutCell = edfxtp_1
final_core_utilization_pct = 57.35

[placed_design]
port-buffer-count = 182
detailedPlace.worstSlack_ps = 19710
finalWeightedCongestion = 0.8870
dp.final_hpwl_um = 118500

[status]
outcome = finished, final reports clean
==> state kept, by name, indices dropped and copies added, names as in the netlist <==
signal and count:
dataMemory.ram 2048, aluOutMem 32, readDataMem 32, writeRegMem 5, memtoRegMem 1, regWriteMem 1
==> per-stage QoR <==
step	hold slack, ps	total power [mW]	instances	cell area, um2
after floorplan	654.3	3.015	4568	80100
after global placement	699.9	3.161	6638	84560
after detailed placement	703.3	3.164	6638	84560
after CTS	731.7	5.263	7027	91020
after global routing	768.9	5.386	7034	91040
final	723.5	5.234	7035	91040
==> logic make-up (layout without fill, tap and decap cells) <==
group           Yosys count  in the layout  share of synthesized area (%)
compound gates         1232           1232                          11.39
buf+inv                 382            769                          2.418
flops                  2119           2119                          78.55
mux                     404            404                          5.208
other cells               0              8                              0
simple gates            431            431                          2.429
==> cells in the mapped netlist, types with 8 or more instances <==
cell type  number  area, um2
o2bb2ai_1      27      236.5
o221ai_1       18      157.7
mux2i_1       356       3563
a41oi_1        13      113.9
o31a_1         15      131.4
dfxtp_1        71       1421
a22oi_1       293       2200
a221oi_1      294       2575
nor3_1         72      360.4
nand3_1        21      105.1
o221a_2         9      101.4
o311ai_0       10      87.58
a21oi_1       130      650.6
a31oi_1        18      112.6
buf_6           8      90.09
nor2b_1        45      281.5
a211oi_1       47      352.8
o22a_1         14      122.6
a22o_1         70      613.1
clkbuf_1      124      465.5
o21ai_0       108      540.5
edfxtp_1     2048      61500
o22ai_1       128      800.8
nor2_1        211      792.0
buf_4          63      473.0
buf_2         165      825.8
buf_1          19      71.32
o31ai_1        13      97.59
nor4_1         13      81.33
mux2_2         42      473.0
nand2_1        46      172.7
==> layer usage <==
| layer | vias up | track usage [%] | part of all wire (%) |
|---|---|---|---|
| met5 | - | 2.795 | 0.29 |
| met4 | 16 | 6.040 | 2.6 |
| met3 | 388 | 20.79 | 16 |
| met2 | 2710 | 42.63 | 46 |
| met1 | 22284 | 42.09 | 35 |
| li1 | 19304 | - | - |
==> power breakdown <==
part	total [mW]	internal, mW	switching [mW]
registers	2.83	2.82	0.00715
clock network	2.12	1.20	0.926
logic	0.285	0.0889	0.196
total	5.23	4.10	1.13
==> critical path, cell delays in order <==
cell,delay (ps)
clkdlybuf4s50_1,450
buf_4,220
clkdlybuf4s50_1,510
==> path summary, 6_finish.rpt <==
kind | cells past startpoint | end | startpoint
hold reg to reg | 4 | readDataMem[5] | dataMemory.ram[63][5]
hold / removal | 4 | readDataMem[5] | dataMemory.ram[63][5]
setup reg to reg | 6 | readDataMem[30] | dataMemory.ram[31][30]
setup / recovery | 3 | aluOutMem_wire[3] | exebus[40]
==> cell type report <==
cell class	count	area, um2	share of cell area [%]
inverter	3	16.27	0.01787
clock inverter	101	749.5	0.8232
sequential	2119	62920	69.11
clock buffer	288	5710	6.273
timing repair buffer	377	3238	3.557
multi-input combinational	2067	15790	17.35
tap	2072	2592	2.848
antenna	8	20.02	0.02199
No activity file was given, so power comes from the tool's default toggle rates.
